==> design.v <==
module dimmer(
    input logic i_clk,
    output logic o_led
);
    parameter int WIDTH = 12;
    logic [WIDTH - 1:0] counter;
    always_ff @(posedge i_clk)
        counter <= counter + 1'b1;
    assign o_led = (counter[3:0] < counter[WIDTH - 1: WIDTH - 4]);
endmodule
==> run.sh <==
#!/bin/bash
# OpenROAD 26Q1-2900-gdf79404cd8, Yosys 0.63+post, stock flow scripts
make -C /OpenROAD-flow-scripts/flow DESIGN_CONFIG=/design/flow/config.mk WORK_HOME=/design/flow/orfs finish
==> config.mk <==
export PLATFORM = sky130hd
export DESIGN_NAME = dimmer
export DESIGN_NICKNAME = dimmer
export VERILOG_FILES = /design/flow/design.v
export SDC_FILE = /design/flow/constraint.sdc
export NUM_CORES = 4
export LEC_CHECK = 1
export CORE_AREA = 10 10 70 70
export DIE_AREA = 0 0 80 80
==> constraint.sdc <==
current_design dimmer

set clk_period 1.8
set clk_io_pct 0.2

create_clock -name clk0 -period $clk_period [get_ports {i_clk}]

set non_clock_inputs [all_inputs -no_clocks]
set_input_delay [expr $clk_period * $clk_io_pct] -clock clk0 $non_clock_inputs
set_output_delay [expr $clk_period * $clk_io_pct] -clock clk0 [all_outputs]
==> flow_metrics.env <==
# source this file to load flow results
export IMPL_tns_ns=0
export IMPL_syn_area_sq_um=498
export IMPL_grt_pass1_wl_microns=1390
export IMPL_switchingPower_uw=87.8
export IMPL_vdd_drop_max_mv=0.307
export IMPL_drtAntennaViolNets=0
export IMPL_ys_seq_share_pct=48.2
export IMPL_crit_fanout=2
export IMPL_max_slew_margin_pct=86.0
export IMPL_min_path_type="register to register"
export IMPL_cts_tree="built"
export IMPL_grt_setup_unrepaired="no"
export IMPL_synthCells=49
export IMPL_async_flop_share_pct=0
export IMPL_topCellsByArea="dfxtp_1, xnor2_1, ha_1"
export IMPL_chipArea_sq_um=6400
export IMPL_yosysChipArea_sq_um=498
export IMPL_worstSetupStartpointType="register"
export IMPL_drv_slew=0
export IMPL_die_w_microns=80
export IMPL_grt_usage_pct=2.59
export IMPL_common_cells="dfxtp_1, xnor2_1, inv_1, nand3_1, ha_1"
export IMPL_path_cells="inv_2 -> ha_4 -> a21boi_4 -> o21ai_1 -> o2bb2ai_1 -> buf_2"
export IMPL_hold_violations=0
export IMPL_path_clk_slew_ns=0.08
export IMPL_cts_path_max_buffers=2
export IMPL_initial_core_util_pct=14.6
export IMPL_wirelength_microns=790
export IMPL_leakage_uw=0.000247
export IMPL_cts_sinks=12
export IMPL_regMostFlops="counter"
export IMPL_io_pins=2
export IMPL_clkPwrFrac_pct=44.3
export IMPL_setup_viol=0
export IMPL_warnings=25
export IMPL_min_period_over_period_pct=95.9
export IMPL_power_switching_share_pct=18.5
export IMPL_edf_count=0
export IMPL_num_vias=341
export IMPL_fp_dieH_microns=80
export IMPL_stdcell_count=105
export IMPL_synth_top_area_share_pct=48.2
export IMPL_largest_reg_flops=12
export IMPL_p_int_uw=388
export IMPL_antenna_found_initial=0
export IMPL_finalHoldWorstSlack_ns=0.466
export IMPL_reg_top3="counter: 12 flops"
export IMPL_cp_top_family="flip-flops"
export IMPL_synth_cell_types=15
export IMPL_path_buffers=2
export IMPL_drive_gt1_share_pct=28.8
export IMPL_syn_area_per_cell_sq_um=10.2
export IMPL_fp_row_count=21
export IMPL_drc=0
export IMPL_synthToLayoutAreaGrowth_pct=32.7
export IMPL_p_per_area_nw_per_um2=720
export IMPL_dr_first_iter_drc_count=4
export IMPL_grt_max_degree=8
export IMPL_max_stage_delay_ns=0.34
export IMPL_period_minus_slack_ns=1.73
export IMPL_cts_made_buffers=3
export IMPL_htree_levels=1
export IMPL_cp_end_kind="output port"
export IMPL_synth_flops=12
export IMPL_hpwl_microns=535
export IMPL_grt_pass1_vias=340
export IMPL_core_sq_um=3420
export IMPL_status="finished, final reports clean"
export IMPL_drt_pass1_iter_count=4
export IMPL_skew_ns=0.00607
export IMPL_tightestPinTransition_ns=0.208
export IMPL_seqPwrFrac_pct=55.7
export IMPL_viasPerCell=3.25
export IMPL_pwr_share_comb_pct=0
export IMPL_port_buffers=1
export IMPL_crit_required_ns=1.44
export IMPL_worstPathArrival_ns=1.37
export IMPL_top_area_cell="dfxtp_1"
export IMPL_fmax_ghz=0.579
export IMPL_flop_cell="dfxtp_1"
export IMPL_yosysCellCount=49
export IMPL_clkLatencyLatePin_ns=0.27
export IMPL_wl_per_cell_microns=7.52
export IMPL_worst_slack_ns=0.0740
export IMPL_cts_root_buffer="clkbuf_4"
export IMPL_finalWeightedCongestion=0.757
export IMPL_slowest_stage="dfxtp_2"
export IMPL_place_ws_ns=-0.0869
export IMPL_gr_total_overflow=0
export IMPL_place_inst=101
export IMPL_route_antenna_diode_count=0
export IMPL_crit_type="register to output port"
export IMPL_drv_cap=0
export IMPL_synth_most_common_cell="dfxtp_1"
export IMPL_ys_warn_count=1
## per-layer routing
layer	GRT usage (%)	vias up	share of wire (%)
li1	-	184	-
met1	3.53	154	53
met2	3.85	1	42
met3	0.682	2	3.0
met4	0.880	0	2.0
met5	0	-	0
## worst paths after layout
path | endpoint | cells past startpoint | slack (ns) | from
max reg2reg | counter[8] | 6 | 0.52 | counter[1]
min reg2reg | counter[11] | 1 | 0.47 | counter[11]
min | counter[11] | 1 | 0.47 | counter[11]
max | o_led | 6 | 0.07 | counter[9]
## cells in the final DEF, fill, tap and decap left out, drive strengths merged
cell / instances
o2bb2ai: 1
nand3: 5
o21ai: 1
nand4: 3
ha: 4
nor2: 4
clkbuf: 4
inv: 5
xnor2: 7
nand2: 2
xor2: 3
buf: 6
a21boi: 1
dfxtp: 12
nor3: 1
## metrics by stage
step / util (%) / total power (uW) / area, sq um
4_1_cts: 19.1 / 482 / 652
3_3_place_gp: 17.7 / 271 / 603
3_5_place_dp: 17.7 / 271 / 603
6_report: 19.3 / 476 / 661
2_1_floorplan: - / 271 / 498
5_1_grt: 19.3 / 495 / 661
## area by class of cell
class,instances,area [sq um]
fillers,383,2760
multi-input cells,32,263
flip-flops and latches,12,243
well taps,46,57.6
repair buffers,6,42.5
clock buffers,4,36.3
inverters,5,18.8
## logic make-up after synthesis
logic type	Yosys count	share of synthesized area (%)
compound gates	3	4.27
xor+xnor	10	17.6
fa+ha+maj	4	10.1
buf+inv	5	3.77
flops	12	48.2
simple gates	15	16.1
## power by group through the flow
| stage | combinational [uW] | clock, uW | sequential, uW |
|---|---|---|---|
| 6_report | 0.000129 | 211 | 265 |
| 5_1_grt | 0.000129 | 230 | 265 |
| 4_1_cts | 0.000128 | 217 | 265 |
## timing repair
action | CTS | global route
setup endpoints to repair | 1 | 1
gates resized | 9 | 2
buffers inserted | 0 | 0
hold buffers | 0 | 0
pin swaps | 2 | 2
gates cloned | 0 | 0
Power is estimated from default activity; no workload was simulated.
