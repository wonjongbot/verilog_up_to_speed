$ cat ./design.v
module baude_gen(
    input logic i_clk, i_rst_n,
    input logic [10:0] i_divisor,
    output logic o_tick
    );
    logic [10:0] r_reg;
    logic [10:0] r_next;
    always_ff @(posedge i_clk) begin
        if (~i_rst_n)
            r_reg <= 0;
        else
            r_reg <= r_next;
    end
    assign r_next = (r_reg == i_divisor) ? 0 : r_reg + 1;
    assign o_tick = (r_reg == 1);
endmodule
$ cat ./run.sh
#!/bin/bash
# OpenROAD 26Q1-2900-gdf79404cd8, Yosys 0.63+post, stock flow scripts
make -C /OpenROAD-flow-scripts/flow DESIGN_CONFIG=/design/flow/config.mk WORK_HOME=/design/flow/orfs finish
$ cat ./config.mk
export PLATFORM = sky130hd
export DESIGN_NAME = baude_gen
export DESIGN_NICKNAME = baude_gen
export VERILOG_FILES = /design/flow/design.v
export SDC_FILE = /design/flow/constraint.sdc
export NUM_CORES = 4
export LEC_CHECK = 1
export CORE_AREA = 10 10 83 83
export DIE_AREA = 0 0 93 93
$ cat ./constraint.sdc
current_design baude_gen

set clk_period 2.1
set clk_io_pct 0.2

create_clock -name clk0 -period $clk_period [get_ports {i_clk}]

set non_clock_inputs [all_inputs -no_clocks]
set_input_delay [expr $clk_period * $clk_io_pct] -clock clk0 $non_clock_inputs
set_output_delay [expr $clk_period * $clk_io_pct] -clock clk0 [all_outputs]
==> Slide: Implementation Results <==
Synthesis and Place & Route Summary

Status
  – Status: complete, no violations

Route
  – Detailed-route wire length: 1.51 mm
  – Via count: about 500
  – N_diodes: 0
  – Post-DRT Antenna Nets: 0
  – DRT Pass-1 Iters: 4
  – Vias per inst: between 3 and 4
  – Avg WL per Cell: a little under 10 um
  – Number of DRC markers in iteration 0: around 50
  – DRC: 0

Placement
  – Final HPWL DP: 1.15 mm
  – RD Place Congestion: ~0.80
  – Post-placement cell count: 151
  – Port Buf Inserts: 13

Final timing
  – Post-layout min period: approximately 1.6 ns
  – RSZ-0062 raised after global routing: false
  – Peak Freq: between 600 and 700 MHz
  – Tcrit/Tclk final: 0.772
  – Count of final setup violators: 0
  – Worst Skew: around 0.0013 ns
  – Worst-Margin Slew: 0.262 ns
  – Fin. Hold Viols: 0
  – Max-slew headroom: 0.825
  – Worst hold slack: just under 0.5 ns
  – Slew Limit Fails: 0
  – Fin Setup TNS: 0 ns

Global routing
  – Global-route wire length before repair: roughly 2.3 mm
  – Total track usage: 0.0346
  – Vias in the first global route: 497
  – Remaining global-route overflow: 0
  – Largest net degree at the start of global routing: 12
  – Initial antenna violation count: 0

Finish
  – Sequential cell area: between 200 and 250 um2
  – Share of cells above drive strength 1: 0.141
  – Fillers: 593
  – Non-filler cells in the finished layout: 155
  – Max FFs per register: 11
  – Logic area: between 300 and 400 um2
  – Layout area overhead: 42.8%
  – Final core occ: 0.171

Yosys
  – Ys cells: around 70
  – Distinct cells, synth: 15
  – YS warnings: 1
  – Gate Count Post-Synth: 69
  – #FFs+latches synth: 11
  – Yosys Chip Area: ~620 um2
  – Mean Syn Cell Area: approximately 8.9 um2
  – Synthesized area: roughly 600 um2
  – Seq share, synth: 0.357

CTS
  – Cts bufs inserted: 3
  – CTS tree: yes
  – Clock Sink Count: 11
  – Clk slew on worst S/H paths: approximately 0.050 ns
  – CTS max path bufs: 2
  – Post-CTS Setup Bufs: 0
  – Clock latency (worst-skew pair): ~0.23 ns
  – CTS root buffer: clkbuf_8
  – H-tree depth: 1

Power
  – Power density over the cells: 557 nW/um2
  – Psw: between 100 and 150 uW
  – Total power: about 490 uW
  – Total leakage power: roughly 0.00028 uW
  – Power share of the clock group: 0.417
  – Comb power frac: 0.130
  – Sequential power share: 0.453
  – Peak supply drop: approximately 170 uV
  – Int Power: slightly below 400 uW
  – Fraction of power spent switching nets: 0.207

Min path
  – Worst Hold Launch: r_reg[0]$_SDFF_PP0_
  – Hold endpoint: r_reg[0]$_SDFF_PP0_
  – Hold path cells: 1
  – Hold/Removal Path Class: flip-flop to flip-flop

Setup path
  – Startpoint types: flip-flop
  – Crit-path max FO: 2
  – Worst Path Required: about 1.7 ns
  – Crit path kind: flip-flop to primary output
  – Largest stage delay, worst path: about 0.32 ns
  – Crit path capture type: primary output
  – R2r worst-path depth: 5
  – Slowest CP cell: dfxtp_1
  – Worst path cell trace: nor4_2 -> and4b_1 -> dlymetal6s2s_1
  – Worst r2r src: r_reg[7]$_SDFF_PP0_
  – R2r endpoint: r_reg[6]$_SDFF_PP0_
  – Worst reg2reg setup slack: 0.75 ns
  – Crit path DAT: 1.20 ns

Floorplanning
  – DIE HEIGHT: approximately 93 um
  – FP Core Util: 0.120
  – # IOs: 14
  – Chip area: 8650 um2
  – Die x size: approximately 93 um
  – Num rows: 26
  – Core ar.: roughly 5000 um2

Flow run
  – Tool warning count: 26
  – Max-Cap Viols: 0
[timing repair]
item / in CTS / in global routing
resized: 0 / 7
hold buffers: 0 / 0
endpoints found under the setup margin: 0 / 1
[cells by family (layout without fill, tap and decap cells)]
family	Yosys count	count (layout)	share of synthesized area
adder cells (fa/ha/maj)	2	2	0.0406
AND/OR/NAND/NOR	31	31	0.237
XOR/XNOR	20	20	0.284
AND-OR/OR-AND	1	1	0.0203
buffers and inverters	4	20	0.0608
flip-flops	11	11	0.357
[worst max-delay path, delay by kind of cell, from the launching register on]
kind	cells	cell delay (ns)
simple gates	2	0.55
buf+inv	1	0.10
flops	1	0.32
[cell type report]
class                   instances  area share
well taps                      70      0.0994
repair buffers                 15       0.168
inverters                       1     0.00426
clock buffers                   4      0.0511
flip-flops and latches         11       0.256
multi-input cells              54       0.422
[Yosys cell counts (all sizes together)]
cell | number | share of area
nor2 | 14 | 0.085
nor3 | 2 | 0.016
ha | 2 | 0.041
dfxtp | 11 | 0.36
and3 | 1 | 0.010
xor2 | 3 | 0.043
o31ai | 1 | 0.020
nand4 | 3 | 0.030
and4b | 1 | 0.016
nor4 | 2 | 0.020
inv | 1 | 0.0061
buf | 3 | 0.055
xnor2 | 17 | 0.24
nand3 | 5 | 0.041
nand2 | 3 | 0.018
[power by group through the flow]
stage / combinational [uW] / clock, uW / sequential [uW]
finish: 64.0 / 204 / 222
global route: 71.1 / 227 / 223
CTS: 64.6 / 212 / 222
[metrics by stage]
stage,instance area (um2),worst slack (ns)
2_1_floorplan,617,0.859
4_1_cts,861,0.0166
3_3_place_gp,816,0.260
6_report,881,0.478
5_1_grt,881,0.391
3_5_place_dp,816,0.281
[layout by cell type (no fill, tap or decap)]
cell type and instances:
dfxtp_1 7, xnor2_1 17, and4b_1 1, nor2_1 14
nand2_1 3, o31ai_2 1, xor2_1 3, ha_1 2
buf_4 2, dfxtp_2 4, clkdlybuf4s50_1 12, nor4_2 2
nand4_1 3, and3_1 1, nand3_1 5, dlymetal6s2s_1 1
inv_1 1, nor3_1 2, clkbuf_1 1, clkbuf_8 3
[how the worst max path moves through the flow]
stage                               start      to  slack [ns]  cells after the start
after CTS             r_reg[8]$_SDFF_PP0_  o_tick        0.02                      3
after global routing  r_reg[2]$_SDFF_PP0_  o_tick        0.39                      3
final                 r_reg[4]$_SDFF_PP0_  o_tick        0.48                      3
[metal layers]
metal / share of wire / track usage / vias to the layer above
li1: - / - / 257
met1: 0.56 / 0.0529 / 212
met2: 0.31 / 0.0415 / 26
met3: 0.11 / 0.0194 / 4
met4: 0.013 / 0.00257 / 0
met5: 0 / 0 / -
Power and IR drop assume default switching activity.
