==> design.v <==
module blinky(  input   logic i_clk,
                output  logic o_led );
    parameter int WIDTH = 27;
    logic [WIDTH - 1:0] counter;
    initial counter = 0;
    always_ff @(posedge i_clk)
        counter <= counter + 1'b1;
    assign o_led = counter[WIDTH - 1];
endmodule
==> run.sh <==
#!/bin/bash
# OpenROAD 26Q1-2900-gdf79404cd8, Yosys 0.63+post, stock flow scripts
make -C /OpenROAD-flow-scripts/flow DESIGN_CONFIG=/design/flow/config.mk WORK_HOME=/design/flow/orfs finish
==> config.mk <==
export PLATFORM = sky130hd
export DESIGN_NAME = blinky
export DESIGN_NICKNAME = blinky
export VERILOG_FILES = /design/flow/design.v
export SDC_FILE = /design/flow/constraint.sdc
export NUM_CORES = 4
export LEC_CHECK = 1
export CORE_AREA = 10 10 93 93
export DIE_AREA = 0 0 103 103
==> constraint.sdc <==
current_design blinky

set clk_period 4.5
set clk_io_pct 0.2

create_clock -name clk0 -period $clk_period [get_ports {i_clk}]

set non_clock_inputs [all_inputs -no_clocks]
set_input_delay [expr $clk_period * $clk_io_pct] -clock clk0 $non_clock_inputs
set_output_delay [expr $clk_period * $clk_io_pct] -clock clk0 [all_outputs]
==> out/metrics.cfg <==
[setup_path]
crit_buf_inv = 1
max_stage_delay_ns = 0.46
crit_path_end_kind = output port
cp_max_fo = 2
worstPathRequired_ns = 3.60
crit_chain = clkdlybuf4s50_1
r2r_slack_ns = 2.78
cp_top_family = buffers and inverters
start_kind = register
critical_path_class = reg -> out
worstPathArrival_ns = 1.08
slowest_stage = clkdlybuf4s50_1

[route]
wire_per_inst_microns = 8.28
dr.pass1.iters = 3
drtIter0Drc = 34
n_antenna_cell = 0
num_vias = 691
wirelength_microns = 1530
via_per_inst = 3.74
drc = 0
detail-route-antenna-nets = 0

[run]
maxCapViolations = 0
warnings = 25

[pwr]
power.leakage_nw = 0.416
p_clk_share_pct = 35.8
p_per_area_nw_per_um2 = 309
p_switching_uw = 71.1
vdd.ir_drop.worst_v = 0.000110
seqPwrFrac_pct = 64.2
combPwrFrac_pct = 0
intPower_uw = 301
sw_frac_of_total_pct = 19.1

[sta]
grt_setup_unrepaired = no
tns_ns = 0
slew_violations = 0
finClkSkew_ns = 0.00333
finalHoldViolations = 0
setup_violations = 0
final.min_clock_period_ns = 1.98
fmax_mhz = 505
hold_ws_ns = 0.408
period_used_pct = 44.0
relSlewSlack_pct = 61.6
worst_pin_slew_ns = 0.571

[layout]
logic_area_sq_um = 500
largest_reg_flops = 27
regArea_sq_um = 541
regMostFlops = counter
drive_gt1_share_pct = 9.52
largestRegisters = counter: 27 flops
syn_to_final_growth_pct = 15.0
fillers = 755

[global_route]
met2_usage_pct = 4.73
grt_max_degree = 16
met3_usage_pct = 1.62
use_met1_pct = 4.32
grt.overflow.total = 0
grt_usage_pct = 3.23
grt_pass1_wl_microns = 2840
grt_pass1_vias = 658
antenna_found_initial = 0
busiest_layer = met2

[floorplanning]
fp-utilization_pct = 15.5
rows = 30
ios = 2
dieHeight_microns = 103
die_area_sq_um = 10600
dieWidth_microns = 103
core-area_sq_um = 6760

[yosys]
syn_area_sq_um = 1040
yosys-stat-area_sq_um = 1040
yosys_warnings = 1
syn_inst = 100
synth.avg_cell_area_sq_um = 10.4
ys_seq_share_pct = 51.7
synth.distinct_cells = 17
yosys_cells = 100
synth_flops = 27

[place]
place_congestion = 0.778
io_buffers = 1
dp_hpwl_microns = 1140

[clocking]
cts_hold_buf = 0
clkSinkCount = 27
cts_tree = built
cts_buffers = 3
htree_levels = 1
cts_root_buf = clkbuf_8
clock_latency_ns = 0.27
cts_buffer_depth = 2
post-cts-setup-buffers = 0
clk_pin_slew_ns = 0.09
cts_resized = 0

[outcome]
run_status = complete, no violations

[worst_hold_path]
hold_class = reg -> reg

layout by cell type (no fill, tap or decap), types with 5 or more instances in the layout:
cell / instances
dfxtp_1: 27
nand2_1: 6
nand3_1: 10
nand4_1: 10
nor2_1: 5
xnor2_1: 13
xor2_1: 12
per-layer routing:
layer | share of wire, % | up-vias | wire, microns
met5 | 0 | - | 0
met2 | 40 | 5 | 609
met3 | 5.5 | 2 | 84
met1 | 54 | 322 | 825
li1 | - | 362 | -
met4 | 0.85 | 0 | 13
power by group through the flow:
stage,combinational (mW),clock [mW],sequential (mW)
4_1_cts,0.000000173,0.139,0.239
5_1_grt,0.000000173,0.150,0.239
6_report,0.000000173,0.133,0.239
kinds of logic (layout without fill, tap and decap cells):
group,count (synthesis),in the layout,synth area share (%)
xor+xnor,25,25,21.0
flops,27,27,51.7
buf+inv,1,6,0.359
simple gates,46,46,25.7
fa+ha+maj,1,1,1.20
cell type report:
type | instances | share of cell area [%]
Clock buffer | 3 | 3.44
Clock inverter | 1 | 0.417
Inverter | 1 | 0.313
Multi-Input combinational cell | 72 | 41.7
Sequential cell | 27 | 45.0
Tap cell | 80 | 8.33
Timing Repair Buffer | 1 | 0.833
path summary, 6_finish.rpt:
check | startpoint | endpoint | cells past startpoint
worst max register to register | counter[0] | counter[26] | 5
worst min register to register | counter[0] | counter[0] | 1
worst max-delay path | counter[26] | o_led | 1
worst min-delay path | counter[0] | counter[0] | 1
cells in the mapped netlist (all sizes together):
| cell | instances | share of area, % |
|---|---|---|
| nand4 | 10 | 6.0 |
| nand3 | 11 | 5.7 |
| nor2 | 5 | 1.8 |
| nor3 | 6 | 4.3 |
| dfxtp | 27 | 52 |
| xnor2 | 13 | 11 |
| and3 | 1 | 0.60 |
| nand2 | 7 | 2.8 |
| inv | 1 | 0.36 |
| nor4 | 3 | 1.8 |
| xor2 | 12 | 10 |
| ha | 1 | 1.2 |
| and4 | 2 | 1.7 |
| or4 | 1 | 1.1 |
stage by stage:
stage	std cells	power (mW)	utilization (%)	setup WS [ns]	instance area (sq um)
floorplan	100	0.244	-	2.88	1040
CTS	185	0.377	17.8	2.50	1200
finish	185	0.372	17.8	2.52	1200
global route	185	0.388	17.8	2.45	1200
detailed placement	181	0.244	17.1	2.79	1150
global placement	181	0.244	17.1	2.81	1150
Power is estimated from default activity; no workload was simulated.
